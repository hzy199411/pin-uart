$ cat ./constraint.sdc
current_design pin_uart

set clk_period 2.1
set clk_io_pct 0.2

create_clock -name clk0 -period $clk_period [get_ports {clk}]

set non_clock_inputs [all_inputs -no_clocks]
set_input_delay [expr $clk_period * $clk_io_pct] -clock clk0 $non_clock_inputs
set_output_delay [expr $clk_period * $clk_io_pct] -clock clk0 [all_outputs]
$ cat ./design.v
`resetall
`timescale 1ns / 1ps
`default_nettype none
module pin_uart #(
    parameter NAME = "AF12"
)
(
    input wire clk,
    input wire rst,
    input wire shift,
    output wire out
);
reg [63:0] data;
initial begin
    data = {64{1'b1}};
    data[0] = 1'b0;
    data[8:1] = (NAME >> 24) & 8'hff;
    data[9] = 1'b1;
    data[10] = 1'b0;
    data[18:11] = (NAME >> 16) & 8'hff;
    data[19] = 1'b1;
    data[20] = 1'b0;
    data[28:21] = (NAME >> 8) & 8'hff;
    data[29] = 1'b1;
    data[30] = 1'b0;
    data[38:31] = (NAME >> 0) & 8'hff;
    data[39] = 1'b1;
end
reg out_reg = 1'b1;
reg [5:0] ptr_reg = 0;
assign out = out_reg;
always @(posedge clk) begin
    if (shift) begin
        out_reg <= data[ptr_reg];
        if (!(&ptr_reg)) begin
            ptr_reg <= ptr_reg + 1;
        end
    end
    if (rst) begin
        out_reg <= 1'b1;
        ptr_reg <= 0;
    end
end
endmodule
`resetall
$ cat ./run.sh
#!/bin/bash
# OpenROAD 26Q1-2900-gdf79404cd8, Yosys 0.63+post, stock flow scripts
make -C /OpenROAD-flow-scripts/flow DESIGN_CONFIG=/design/flow/config.mk WORK_HOME=/design/flow/orfs finish
$ cat ./config.mk
export PLATFORM = sky130hd
export DESIGN_NAME = pin_uart
export DESIGN_NICKNAME = pin_uart
export VERILOG_FILES = /design/flow/design.v
export SDC_FILE = /design/flow/constraint.sdc
export NUM_CORES = 4
export LEC_CHECK = 1
export CORE_AREA = 10 10 70 70
export DIE_AREA = 0 0 80 80
==> results.toml <==
# generated from flow reports
[synth]
yosys.area_share.aoi = 0.317
synth-seq-area-share = 0.326
edf_count = 0
synth-area-yosys_um2 = 430
syn_inst = 49
adder_share = 0.0581
top_area_cell = "dfxtp_1"
yosysWarnings = 1
synthArstFlopShare = 0
synth_area_um2 = 430
avgSynthCellArea_um2 = 8.78
ys_sh_simple = 0.177
synth.distinct_cells = 28
logic_family = "AND-OR/OR-AND gates"
yosys-stat-cells = 49
ys_sh_mux = 0
xor_area_frac = 0.0407
top_area_frac = 0.326
synth_flops = 7
top_cells_by_area = "dfxtp_1 33%, a2111oi_4 6.4%, ha_1 5.8%"
ys.flop_type = "dfxtp_1"

[min_path]
hold-path-cell-count = 2
min_path_type = "flop to flop"

[detailed_routing]
diodes = 0
routed_wl_um = 819
drtIter0Drc = 2
wire_per_inst_um = 8.27
drt-pass1-iter-count = 4
drc = 0
antenna_left = 0
vias = 353
viasPerCell = 3.57

[placed_design]
post-place-ws_ns = 0.398
gp_congestion = 0.696
dp_hpwl_um = 619
portBuffers = 3
place_area_um2 = 502

[setup_path]
worstSetupPathType = "flop to primary output"
arrival_ns = 1.06
crit_fanout = 2
cp.required_ns = 1.68
reg2reg_depth = 5
crit_family = "buffers and inverters"
crit_path_start_kind = "flop"
crit_chain = "clkdlybuf4s50_1"
max_stage_delay_ns = 0.47
cpMaxStageDelayCell = "clkdlybuf4s50_1"
cp-end-kind = "primary output"
crit_cells = 1
critPathBufInv = 1

[floorplanning]
die_h_um = 80
core-area_um2 = 3420
fp_util = 0.126
die_w_um = 80
chipArea_um2 = 6400
boundaryPins = 4
rows = 21

[sta]
final.min_clock_period_ns = 1.48
slew_violations = 0
rsz0062_at_grt = "false"
hold_violations = 0
clock_skew_ns = 0.000635
period_used_share = 0.705
finalSetupViolCount = 0
setup_ws_ns = 0.620
fmax_mhz = 676
whs_ns = 0.543
maxSlewHeadroom = 0.788
fin_tns_setup_ns = 0
worst_slew_pin_slew_ns = 0.316

[clock_network]
clk_path_buf_depth = 2
numCtsBuffers = 3
cts_repair_resize_count = 0
clkSinkCount = 7
clock_latency_ns = 0.25
htreeDepth = 1
cts_tree = "built"
clkTransAtPathRegs_ns = 0.05
holdBufCountCts = 0
cts_setup_buffers = 0
root_buffer = "clkbuf_4"

[grt]
first_global_vias = 305
grt_usage = 0.0251
antenna_found_initial = 0
grt_overflow = 0
grt_pass1_wl_um = 1350
grt_max_degree = 10

[run]
cap_violations = 0
log.warning_count = 26

[layout]
final_cell_area_um2 = 528
n_fill_cell = 398
synthToLayoutAreaGrowth_pct = 22.7
final_layout_top_logic_cell = "dfxtp_1"
drive_gt1_frac = 0.132
mostFrequentLayoutCells = "7 x dfxtp_1, 6 x nor2_1, 4 x inv_1"
largest_register_ffs = 6
fin_util = 0.155

[power_and_ir_drop]
vdd_drop_max_v = 0.000382
power_density_nw_per_um2 = 590
power_leakage_nw = 0.168

[run_status]
status = "complete, no violations"
## where the power goes
part | switching, mW | internal [mW]
Sequential | 0.00736 | 0.140
Clock | 0.0497 | 0.0725
Combinational | 0.0194 | 0.0222
## per-stage QoR
step	power [mW]	std cells
after global placement	0.191	95
after CTS	0.315	99
final	0.311	99
after global routing	0.333	99
after detailed placement	0.192	95
after floorplan	0.176	49
## synth_stat cells (2+ instances only)
cell,instances
o21a_1,2
a211oi_1,2
xnor2_1,2
inv_1,4
nor2_1,6
dfxtp_1,7
ha_1,2
a31oi_1,3
a21oi_1,2
## per-layer routing
metal,GRT usage,up-vias,wire length [µm]
met4,0.00176,0,0
met1,0.0337,159,403
met3,0.0136,0,63
met2,0.0361,10,352
met5,0,-,0
li1,-,184,-
## cell families (layout without fill, tap and decap cells)
group | Yosys count | after routing
adders and majority gates | 2 | 2
and+or+nand+nor | 14 | 14
xor gates and xnor gates | 2 | 2
buffers and inverters | 8 | 12
AOI/OAI and AO/OA | 16 | 16
DFF | 7 | 7
## worst paths after layout
path / startpoint / end / slack (ns)
worst max register to register: ptr_reg[0] / ptr_reg[3] / 0.70
worst min register to register: ptr_reg[1] / ptr_reg[1] / 0.54
worst min-delay path: ptr_reg[1] / ptr_reg[1] / 0.54
worst max-delay path: out_reg / out / 0.62
## layout make-up
cell class / count / area (µm²) / share of cell area
clock buffers: 4 / 26.3 / 0.0498
inverters: 5 / 18.8 / 0.0355
multi-input cells: 34 / 255 / 0.483
flip-flops and latches: 7 / 140 / 0.265
well taps: 46 / 57.6 / 0.109
repair buffers: 3 / 30.0 / 0.0569
Power is estimated from default activity; no workload was simulated.
